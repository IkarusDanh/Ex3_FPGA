**flow/design.v**
```verilog
module hex_to_dec (
    input logic [15:0] hex_i, 
    input logic [7:0] n_hex_i,
    output logic [4:0][7:0] dec, 
    output logic [2:0][7:0] n_dec
);
logic [4:0][15:0] wire_1;
logic [2:0][7:0]  wire_2;
    assign wire_1[0][15:0] = hex_i % 10;
    assign wire_1[1][15:0] = (hex_i/10)%10;
    assign wire_1[2][15:0] = (hex_i/100)%10;
    assign wire_1[3][15:0] = (hex_i/1000)%10;
    assign wire_1[4][15:0] = (hex_i/10000)%10;
    assign dec[4][7:0] = wire_1[4][7:0];
	assign dec[3][7:0] = wire_1[3][7:0];
	assign dec[2][7:0] = wire_1[2][7:0];
	assign dec[1][7:0] = wire_1[1][7:0];
	assign dec[0][7:0] = wire_1[0][7:0];
    assign wire_2[0][7:0] = n_hex_i % 10;
    assign wire_2[1][7:0] = (n_hex_i/10)%10;
    assign wire_2[2][7:0] = (n_hex_i/100)%10;
    assign n_dec[2][7:0] = wire_2[2][7:0];
	assign n_dec[1][7:0] = wire_2[1][7:0];
	assign n_dec[0][7:0] = wire_2[0][7:0];
endmodule
module lcd_display (
input clk_i,
input logic [4:0][7:0] decim_i,
input logic [2:0][7:0] n_remain,
output reg lcd_e, lcd_rs,
output reg [7:0] data
);
integer j = 1;
reg [1:26][7:0] Datas ;
always @(posedge clk_i) begin
	Datas[1] = 8'h38;  
	Datas[2] = 8'h0C;  
	Datas[3] = 8'h06;  
	Datas[4] = 8'h01;  
	Datas[5] = 8'h80;  
	Datas[6] = "N" ;
    Datas[7] = "H" ;
    Datas[8] = "O" ;
    Datas[9] = "M" ;
    Datas[10] = " " ;
    Datas[11] = "1" ;
    Datas[12] = "4" ;
    Datas[13] = ":" ;
    Datas[14] = " " ;
    Datas[15] = decim_i[4][7:0] + 8'h30 ;
    Datas[16] = decim_i[3][7:0] + 8'h30 ;
    Datas[17] = decim_i[2][7:0] + 8'h30 ;
    Datas[18] = decim_i[1][7:0] + 8'h30 ;
    Datas[19] = decim_i[0][7:0] + 8'h30 ;
	Datas[20] = 8'hC0 ;  
	Datas[21] = "n" ;
	Datas[22] = "=" ;
	Datas[23] = " " ;
	Datas[24] = n_remain [2][7:0] + 8'h30 ;
	Datas[25] = n_remain [1][7:0] + 8'h30 ;
	Datas[26] = n_remain [0][7:0] + 8'h30 ;
	end
integer i = 0;  
always @(posedge clk_i) begin
if (i <= 10000) begin  
	i = i + 1; lcd_e = 1;
	data = Datas[j];
end
else if (i > 10000 & i < 20000) begin
	i = i + 1; lcd_e = 0;
end
else if (i == 20000) begin
	j = j + 1; i = 0;
end
else i = 0;
if (j <= 5 )
	lcd_rs = 0;
else if (j > 5 & j< 20)
	lcd_rs = 1;
else if (j == 20)
	lcd_rs = 0;
else if (j > 20 & j<= 26)
	lcd_rs = 1;
else if (j > 26) begin
	lcd_rs = 1;
	j = 5;
end
else lcd_rs = 1;
end
endmodule
module sum_ver2 (
    input logic rst_ni,
    input logic start_i,
    input logic [7:0] data_i, n_i,
    output logic done_o,
    output logic [15:0] sum_o,
    output logic [7:0] n_o
);
logic [15:0] get_sum = 0;
logic [7:0] counter =   0;
logic [7:0] get_n   =   8'hFF;
always_ff @(posedge start_i ) begin
    if (!rst_ni) begin
        get_sum <=  0;
        get_n   <=  n_i;
        counter <=  0;
        done_o  <=  0;
        sum_o <= 0;
        n_o <= 0;
    end
    else begin
        if ((counter < get_n) && !done_o) begin
            get_n <= n_i;
            get_sum <= get_sum + {8'h0, data_i};
            sum_o <= get_sum + {8'h0, data_i};
            n_o <= counter+1;
            counter <= counter + 1;
            if (counter == (get_n - 1)) done_o <= 1;
            else done_o <= 0;
        end
        else begin
            done_o <= 1;
            sum_o <= get_sum;
        end
    end
end
endmodule
module top (
    input logic CLOCK_50,
    input logic [17:0] SW,
    output logic [17:0] LEDR,
    output logic LCD_EN  , LCD_RS , LCD_ON , LCD_RW ,
	output logic [7:0] LCD_DATA
);
logic [15:0] sum_wire;
logic [4:0][7:0] lcd_dec;
logic [7:0] n_temp;
logic [2:0][7:0] n_temp_dec;
assign LEDR[15:0] = SW[15:0] ; 
assign LEDR[16] = !SW[16] ;
sum_ver2 sum_module (
    .rst_ni(SW[16]),
    .start_i(SW[17]),
    .data_i(SW[7:0]),
    .n_i(SW[15:8]),
    .done_o(LEDR[17]),
    .sum_o(sum_wire),
    .n_o(n_temp)
); 
hex_to_dec hex2dec_module (
    .hex_i(sum_wire),
    .dec(lcd_dec),
    .n_hex_i(n_temp),
    .n_dec(n_temp_dec)
);
lcd_display lcd_module (
    .decim_i(lcd_dec),
    .n_remain(n_temp_dec),
    .clk_i(CLOCK_50) ,
	.lcd_e (LCD_EN) ,
	.lcd_rs (LCD_RS) ,
	.data(LCD_DATA)
);
	assign LCD_ON = 1'b1;
	assign LCD_RW = 1'b0;
endmodule
```
**flow/run.sh**
```bash
#!/bin/bash
# OpenROAD 26Q1-2900-gdf79404cd8, Yosys 0.63+post, stock flow scripts
make -C /OpenROAD-flow-scripts/flow DESIGN_CONFIG=/design/flow/config.mk WORK_HOME=/design/flow/orfs finish
```
**flow/config.mk**
```make
export PLATFORM = sky130hd
export DESIGN_NAME = top
export DESIGN_NICKNAME = top
export VERILOG_FILES = /design/flow/design.v
export SDC_FILE = /design/flow/constraint.sdc
export NUM_CORES = 4
export LEC_CHECK = 1
export CORE_UTILIZATION = 30
```
**flow/constraint.sdc**
```tcl
current_design top

set clk_period 15.1
set clk_io_pct 0.2

create_clock -name clk0 -period $clk_period [get_ports {CLOCK_50}]
create_clock -name clk1 -period $clk_period [get_ports {SW}]

set non_clock_inputs [all_inputs -no_clocks]
set_input_delay [expr $clk_period * $clk_io_pct] -clock clk0 $non_clock_inputs
set_output_delay [expr $clk_period * $clk_io_pct] -clock clk0 [all_outputs]
```
==> summary.txt <==
Figures from the flow reports.

Worst setup path:
- The run gives the critical path's largest stage delay as 770 ps.
- The run gives the endpoint of the most critical setup path as lcd_module.Datas[71].
- In the setup report, the worst path falls into the class flop to flop.
- The run gives the critical path capture point type as a flop.
- For the worst reg-to-reg path, the startpoint reported by OpenROAD is sum_module.sum_o[13].
- The run gives the startpoint of the most critical setup path as sum_module.sum_o[13].
- The run gives the arrival time reported for the critical path endpoint as 13,450 ps.
- STA classifies the critical path startpoint as a flop.
- The worst-case reg-to-reg setup slack stands at 1950 ps.
- Looking at the reg2reg group, the worst path ends at lcd_module.Datas[71].
- The critical path maximum fanout is 36.
- The run gives the data required time of the worst path as 15,400 ps.
- Among all stages on the critical path, the largest delay is contributed by sky130_fd_sc_hd__xnor2_1.
- The run gives the number of cells on the worst reg-to-reg path as 40.

Floorplanning:
- The region available for standard cell placement spans 64,460 sq um.
- The initialized floorplan defines 93 standard-cell rows.
- The run puts the initial standard-cell utilization of the core at 30.33%.
- The floorplan report gives the top-level pin count as 49.
- The run gives the height of the chip as 257.3 um.
- The run puts the die area at 66,200 sq um.
- The run puts the x dimension of the die at 257.3 um.

Placement:
- Per the placement log, port buffering inserted 28 buffers.
- After legalization and detailed placement, the total HPWL measured 39,890 um.
- The run puts the global placer's final weighted congestion at 0.9350.

STA:
- The run puts the worst hold slack after final layout at 28.48 ps.
- The run gives the final tally of setup violations as 0.
- The run puts the actual transition at the worst max-transition pin at 854.3 ps.
- The run puts the final-report hold violation count at 0.
- The run gives the sum of negative setup slack as 0 ps.
- Setup repair after global routing left no endpoint under its margin.
- For the final database, setup skew stands at 8.731 ps.
- The run puts the relative slew slack at 42.64%.
- The run gives the number of max-slew violations in the final report as 0.

Layout:
- The run puts the area added between synthesis and finish at 28.67%.
- The run puts the share of layout cells above drive strength 1 at 12.40%.
- The run gives the area occupied by multi-input gates as 14,540 sq um.
- The run gives the area taken by flip-flops and latches as 3844 sq um.
- In the layout the commonest cells are 336 x sky130_fd_sc_hd__nor2_1, 243 x sky130_fd_sc_hd__nand2_1, 173 x sky130_fd_sc_hd__a21oi_1, 168 x sky130_fd_sc_hd__clkbuf_16, 168 x sky130_fd_sc_hd__dfxtp_1.
- The run gives the most numerous logic cell after layout as sky130_fd_sc_hd__nor2_1.
- Counting the fill cells in the layout gives 6,250.

Routing:
- The run gives the total wire length as 65,670 um.
- In this run the top signal layer used is met5.
- The DRC violation total left in the routed layout is recorded as 0.
- The detailed router placed 21,335 vias in this run.
- The routed design shows a via density per instance of 5.706.
- The run puts the remaining antenna violation count at 0.
- The run gives the routed wire length per instance as 17.56 um.
- Before antenna repair, the detailed router went through 13 iterations.
- The run gives the met1 layer wirelength in the final routing as 28,920 um.
- Detailed routing placed a total of 28,060 um of wire on met2.
- The run gives the initial detailed-routing violation count as 2,127.
- Summed over all nets, wire length on met3 after detailed routing comes to 6002 um.

Power and ir drop:
- The run puts the net switching fraction of the power at 22.71%.
- The run puts the standby leakage power at 0.008816 uW.
- The run puts the share of total power in sequential cells at 14.9%.
- The run puts the internal power at 2709 uW.
- The run puts the total power density per cell area at 139.3 nW/um^2.
- The flow reports that combinational logic draws 0% of the design power.
- The run puts the power share of the clock group at 85.1%.
- The run gives the worst-case vdd ir drop as 0.0001304 V.
- The analysis attributes to net switching a power of 796.0 uW.

Synthesis:
- The run puts the number of synthesized flops with an enable pin at 16.
- The run gives the gate count after technology mapping as 2,730.
- Summing the sequential cell areas from Yosys gives 19.66% of the chip area.
- The run gives the mean instance size in the synthesized netlist as 7.162 sq um.
- The run gives the total cells reported by yosys after synthesis as 2,730.
- The run gives the total cell area reported by yosys after synthesis as 19,550 sq um.
- The warning tally printed by Yosys for this design is 2.
- The run puts the area of the mapped netlist at 19,550 sq um.
- The run gives the distinct cell type count of the synthesized netlist as 123.
- The run gives the top flip-flop cell by instance count after synthesis as sky130_fd_sc_hd__dfxtp_1.
- After synthesis, the share of flip-flops with an asynchronous set or reset is 0%.
- The cell type that accounts for the most area after synthesis is sky130_fd_sc_hd__dfxtp_1.
- The area fraction of the largest cell type after synthesis is 17.20%.
- By area the synthesized netlist is led by sky130_fd_sc_hd__dfxtp_1 17%, sky130_fd_sc_hd__xnor2_1 6.5%, sky130_fd_sc_hd__nor2_1 6.5%.
- The synthesis stat section lists a flop and latch total of 184.

Worst hold path:
- The most critical min-delay path falls under clock port to flop.

GRT:
- The run gives the overall track demand over capacity in global routing as 22.46%.
- The run gives the number of antenna violations at the first check in global routing as 2.
- The run gives the global-route wire length before repair as 116,700 um.
- The run puts the sum of overflow across all layers after global routing at 0.
- The run puts the maximum number of pins on one net before global-route repair at 43.
- The run gives the via count of the first global-routing pass as 21,422.

Job:
- The run puts the total of max-cap violations at 0.
- The run gives the count of warning messages emitted by the tools as 594.

CTS:
- The run gives the number of cells upsized or downsized after cts as 0.
- The run gives the clock tree from TritonCTS as yes.
- Buffers added to address setup during post-CTS repair amount to 0.
- The number of hold buffers added after CTS was 0.
- The run gives the clock transition time at the flip-flop clock pins of the worst setup and hold paths as 50 ps.

Status:
- The run finished with clean final reports.
## synth_stat cells, types with 10 or more instances
cell / instances
sky130_fd_sc_hd__edfxtp_1: 16
sky130_fd_sc_hd__maj3_1: 26
sky130_fd_sc_hd__a211oi_1: 27
sky130_fd_sc_hd__dfxtp_1: 168
sky130_fd_sc_hd__nand2b_1: 25
sky130_fd_sc_hd__or4_1: 13
sky130_fd_sc_hd__nor4_1: 31
sky130_fd_sc_hd__nand4_1: 34
sky130_fd_sc_hd__o211ai_1: 32
sky130_fd_sc_hd__buf_2: 27
sky130_fd_sc_hd__a2111oi_0: 11
sky130_fd_sc_hd__clkbuf_1: 111
sky130_fd_sc_hd__xnor2_1: 146
sky130_fd_sc_hd__nand2_1: 243
sky130_fd_sc_hd__xor2_1: 78
sky130_fd_sc_hd__a31oi_1: 29
sky130_fd_sc_hd__a21oi_1: 174
sky130_fd_sc_hd__nor2_1: 337
sky130_fd_sc_hd__a211o_1: 14
sky130_fd_sc_hd__nor2b_1: 20
sky130_fd_sc_hd__o21a_1: 20
sky130_fd_sc_hd__mux2_2: 19
sky130_fd_sc_hd__nand3_1: 126
sky130_fd_sc_hd__buf_4: 27
sky130_fd_sc_hd__and3_1: 37
sky130_fd_sc_hd__nor3_1: 84
sky130_fd_sc_hd__o21ai_0: 161
sky130_fd_sc_hd__a311oi_1: 11
sky130_fd_sc_hd__a21o_1: 31
sky130_fd_sc_hd__or3_1: 24
sky130_fd_sc_hd__a21boi_0: 16
sky130_fd_sc_hd__inv_1: 89
sky130_fd_sc_hd__a221oi_1: 12
sky130_fd_sc_hd__o2111ai_1: 12
sky130_fd_sc_hd__ha_1: 54
sky130_fd_sc_hd__a221o_1: 13
sky130_fd_sc_hd__a22oi_1: 10
sky130_fd_sc_hd__or2_2: 26
sky130_fd_sc_hd__o31ai_1: 32
sky130_fd_sc_hd__o22ai_1: 20
sky130_fd_sc_hd__a22o_1: 12
sky130_fd_sc_hd__and2_1: 43
sky130_fd_sc_hd__o21ai_1: 15
sky130_fd_sc_hd__mux2i_1: 24
## layout make-up
cell class,count,area share (%)
Sequential cell,184,15.28
Inverter,92,1.373
Tap cell,855,4.252
Clock buffer,212,17.87
Clock inverter,65,1.681
Antenna cell,4,0.03979
Timing Repair Buffer,54,1.736
Multi-Input combinational cell,2273,57.77
## power groups by stage
stage	Combinational, uW	Clock [uW]	Sequential [uW]
CTS	0.0196	3170	520
global route	0.0277	3340	520
finish	0.0125	2980	521
## worst max-delay path, delay by kind of cell (launching register included)
kind | cells | cell delay [ps]
AND-OR/OR-AND | 15 | 5090
AND/OR/NAND/NOR | 18 | 5670
buffers and inverters | 2 | 370
flip-flops | 1 | 290
XOR/XNOR | 3 | 1020
adder cells (fa/ha/maj) | 2 | 700
## logic make-up (layout without fill, tap and decap cells)
kind of cell             Yosys count  after routing  share of synthesized area, %
flip-flops                       184            184                         19.66
AND-OR/OR-AND                    795            795                         28.39
XOR/XNOR                         224            224                         10.03
other                              2              6                       0.03841
multiplexers                      45             45                         2.515
AND/OR/NAND/NOR                 1124           1124                         28.27
buffers and inverters            273            423                         6.086
adder cells (fa/ha/maj)           83             83                         5.004
## per-layer routing
| layer | global-route usage (%) | vias to the layer above |
|---|---|---|
| met5 | 2.705 | - |
| met4 | 11.77 | 2 |
| met3 | 11.89 | 286 |
| met2 | 30.95 | 986 |
| met1 | 27.98 | 9805 |
| li1 | - | 10256 |
## per-stage QoR
step,std cells,util [%],total power [uW],setup WS (ps),instance area [sq um]
after floorplan,2730,-,768.9,4204,19550
after global placement,3480,31.66,786.7,2348,20410
after detailed placement,3480,31.66,786.7,2111,20410
after CTS,3734,38.99,3690,2173,25130
after global routing,3737,39.02,3860,785.9,25150
final,3739,39.03,3505,1946,25160
## state kept, by name (all words and copies together) (netlist names)
register and flops:
lcd_module.lcd_rs 1, sum_module.sum_o 16, sum_module.n_o 8, lcd_module.data 8, lcd_module.i 32, lcd_module.Datas 53, lcd_module.j 32, lcd_module.lcd_e 1
sum_module.counter 8, sum_module.get_n 8, sum_module.get_sum 16, sum_module.done_o 1
## worst min path at each step
| stage | start | to | slack [ps] | cells after the start |
|---|---|---|---|---|
| after CTS | SW[12] | sum_module.get_n[4] | -20 | 2 |
| after global routing | SW[15] | sum_module.get_n[7] | -20 | 2 |
| final | SW[8] | sum_module.get_n[0] | 30 | 2 |
Power is estimated from default activity; no workload was simulated.
