--- ./design.v ---
module sum (
    input logic clk_i,
    input logic rst_ni,
    input logic start_i,
    input logic [7:0] data_i, n_i,
    output logic done_o,
    output logic [7:0] sum_o
);
logic [7:0] get_sum = 0;
logic [7:0] get_n = 0;
logic [7:0] counter = 0;
typedef enum logic [1:0] { 
    START = 0,
    CALC = 1,
    COMPLETE = 2
} the_state;
the_state state = START;
    always_ff @(posedge clk_i ) begin
        if (!rst_ni) begin
        sum_o <= 8'h0;
        done_o <= 0;    
        end
        else begin
            case (state)
                START: begin
                    if (start_i) begin
                        state <= CALC;
                        get_n <= n_i;
                    end
                    else begin
                        state <= START;
                    end
                end
                CALC : begin
                    if (counter < get_n) begin
                        get_sum <= (get_sum + data_i);
                        counter<= (counter + 1);
                        state <= CALC;
                    end
                    else begin
                        state <= COMPLETE;
                    end
                end 
                COMPLETE: begin
                    sum_o <= get_sum;
                    done_o <= 1;
                end
                default: begin
                    sum_o <= 8'h0;
                    done_o <= 0;     
                end 
            endcase
        end
    end
endmodule
--- ./run.sh ---
#!/bin/bash
# OpenROAD 26Q1-2900-gdf79404cd8, Yosys 0.63+post, stock flow scripts
make -C /OpenROAD-flow-scripts/flow DESIGN_CONFIG=/design/flow/config.mk WORK_HOME=/design/flow/orfs finish
--- ./config.mk ---
export PLATFORM = sky130hd
export DESIGN_NAME = sum
export DESIGN_NICKNAME = sum
export VERILOG_FILES = /design/flow/design.v
export SDC_FILE = /design/flow/constraint.sdc
export NUM_CORES = 4
export LEC_CHECK = 1
export CORE_UTILIZATION = 30
--- ./constraint.sdc ---
current_design sum

set clk_period 6.4
set clk_io_pct 0.2

create_clock -name clk0 -period $clk_period [get_ports {clk_i}]

set non_clock_inputs [all_inputs -no_clocks]
set_input_delay [expr $clk_period * $clk_io_pct] -clock clk0 $non_clock_inputs
set_output_delay [expr $clk_period * $clk_io_pct] -clock clk0 [all_outputs]
==> results.cfg <==
; flow metrics
[floorplan]
die_w_um = 78.4
coreArea_mm2 = 0.00557
die_area_mm2 = 0.00614
num_rows = 27
fp_util_pct = 31.4
die_y_um = 78.4
io_pins = 28

[yosys]
yosys_warnings = 1
ys_chip_area_mm2 = 0.00175
ys_seq_elements = 35
ys_seq_share_pct = 54.9
netlist_instances = 146
syn_area_per_cell_um2 = 12.0
synth.distinct_cells = 32
netlist_area_mm2 = 0.00175
ys_cells = 146

[power]
pwr-share-comb_pct = 9.5
p_leak_nw = 0.858
powerDensity_mw_per_mm2 = 215
power_switching_uw = 97.3
p_clk_share_pct = 36.6
p_int_uw = 376
ir_worst_vdd_mv = 0.0875
p_seq_share_pct = 53.9
swShare_pct = 20.5
total_power_uw = 473

[placement]
dpl_worst_slack_ns = 3.09
numPortBuffers = 27
dpl.cell_count = 243
gp_congestion = 0.757
place_area_mm2 = 0.00210
dpl.hpwl_mm = 2.16

[final_timing]
fin_worst_skew_ns = 0.00551
fin_hold_ws_ns = 0.523
fin_crit_sh_pct = 46.9
hold_violations = 0
fmax_mhz = 333
slew_headroom_pct = 56.1
grt_setup_unrepaired = false
tns_ns = 0
setup_viol = 0
slew_viol_final = 0
final.min_clock_period_ns = 3.00
fin_ws_ns = 3.40
tightest_slew_ns = 0.659

[critical_path]
r2r_cells = 5
cp_common_cell = a21oi_1
critPathTopFamily = AND-OR/OR-AND gates
path_cells = clkdlybuf4s50_1 > ha_1 > fa_1 > a21o_1 > a21oi_1 > o21bai_1 > a21oi_1 > xnor2_1
critPathMaxFanout = 2
critical_path_arrival_ns = 3.04
critical_path_class = in2reg
end_kind = register
critPathRequiredTime_ns = 6.44
cp-start-kind = primary input
r2r_slack_ns = 4.13
worst_path_largest_cell_delay_ns = 0.41
cpMaxStageDelayCell = fa_1
r2r-end = counter[4]
timing.rr.start = counter[1]
path_buffers = 1

[cells_and_area]
lay_top_cells = 27 x clkdlybuf4s50_1, 26 x edfxtp_1, 16 x nor2b_1, 15 x ha_1
layout_top_cell = clkdlybuf4s50_1
drive_gt1_share_pct = 5.59
final_cells = 251
fillers = 538
fin_util_pct = 39.5
postLayoutCellArea_mm2 = 0.00220
regArea_um2 = 961
mi_logic_area_um2 = 732
syn_to_final_growth_pct = 25.9

[detailed_routing]
initialDrtViolationCount = 79
detail_route.antenna_diodes = 0
drc_errors = 0
finalWirelength_mm = 2.94
vias = 1126
vias_per_cell = 4.49
drt-wirelength-per-cell_um = 11.7
firstDrtPassIters = 4
antenna_left = 0

[hold_path]
hold_start = done_o
worst_hold_path_type = reg2reg
min_to = done_o
worstHoldPathCells = 1

[clock_network]
cts_tree = yes
cts_setup_buffers = 0
cts_resized = 0
cts_sinks = 35
ctsHoldBuffers = 0
clockBufferDepth = 2
root_buffer = clkbuf_8
insertion_delay_ns = 0.28
numCtsBuffers = 5
clk_pin_slew_ns = 0.07
cts_max_level = 2

[global_route]
grt_start_max_net_pins = 17
use_met1_pct = 18.0
use_met3_pct = 3.07
grt_pass1_wl_mm = 4.97
overflow = 0
use_met2_pct = 14.9
grt_use_total_pct = 10.8
antenna_found_initial = 0
grt_pass1_vias = 1024
busiest_layer = met1

[run]
warnings = 25
maxCapViolations = 0

[run_status]
run_status = finished clean
[synthesized netlist by cell type]
library cell	n	share of area [%]
a21oi_2	1	0.50
a21o_1	3	1.3
nand2_1	5	1.1
dfxtp_1	9	10
fa_1	1	1.1
o21bai_1	2	0.86
xnor2_1	9	4.5
and2_1	1	0.36
inv_1	13	2.8
and4_2	1	0.57
a221o_1	1	0.57
a21oi_1	13	3.7
edfxtp_1	26	45
o211a_1	2	1.1
o21ai_0	1	0.29
xor2_1	4	2.0
nand3_1	5	1.4
clkbuf_1	2	0.43
o22ai_1	1	0.36
nor2_1	4	0.86
a211o_1	1	0.50
nand2b_1	2	0.72
nor4_1	1	0.36
o21ba_2	1	0.57
o211ai_1	1	0.43
ha_1	15	11
nand4_1	1	0.36
o21a_1	1	0.43
o31a_1	1	0.50
and3_1	1	0.36
and3b_1	1	0.50
nor2b_1	16	5.7
[cell families after synthesis]
logic type	share of synthesized area [%]
and+or+nand+nor	12.3
DFF	54.9
AOI/OAI and AO/OA	11.2
adders and majority gates	11.9
buffers and inverters	3.22
xor gates and xnor gates	6.51
[state kept, by name (all words and copies together) (netlist names)]
signal,count
sum_o,8
state,2
get_sum,8
counter,8
get_n,8
done_o,1
[worst max-delay path by stage]
stage | start | to | cells past startpoint
CTS | data_i[0] | get_sum[6] | 8
global route | data_i[0] | get_sum[6] | 8
finish | data_i[0] | get_sum[6] | 8
[power groups by stage]
stage	combinational, mW	clock (mW)	sequential [mW]
6_report	0.0450	0.173	0.255
5_1_grt	0.0504	0.190	0.256
4_1_cts	0.0457	0.179	0.255
[final cells by class]
cell class                 instances  share of cell area [%]
clock buffer                       8                    4.55
inverter                          13                    2.22
multi-input combinational         96                    33.2
sequential                        35                    43.6
tap                               72                    4.09
timing repair buffer              27                    12.3
[layer usage]
metal,up-vias,wire (um)
li1,585,-
met1,509,1520
met2,26,1200
met3,6,148
met4,0,70
met5,-,0
Power figures rest on the tool's default switching activity, not on a simulated workload.
