<file path="./run.sh">
#!/bin/bash
# OpenROAD 26Q1-2900-gdf79404cd8, Yosys 0.63+post, stock flow scripts
make -C /OpenROAD-flow-scripts/flow DESIGN_CONFIG=/design/flow/config.mk WORK_HOME=/design/flow/orfs finish
</file>
<file path="./config.mk">
export PLATFORM = sky130hd
export DESIGN_NAME = sum1
export DESIGN_NICKNAME = sum1
export VERILOG_FILES = /design/flow/design.v
export SDC_FILE = /design/flow/constraint.sdc
export NUM_CORES = 4
export LEC_CHECK = 1
export CORE_UTILIZATION = 40
</file>
<file path="./constraint.sdc">
current_design sum1

set clk_period 5.1
set clk_io_pct 0.2

create_clock -name clk0 -period $clk_period [get_ports {clk_i}]

set non_clock_inputs [all_inputs -no_clocks]
set_input_delay [expr $clk_period * $clk_io_pct] -clock clk0 $non_clock_inputs
set_output_delay [expr $clk_period * $clk_io_pct] -clock clk0 [all_outputs]
</file>
<file path="./design.v">
module sum1 (
    input logic clk_i,
    input logic rst_ni,
    input logic start_i,
    input logic [7:0] data_i, n_i,
    output logic done_o,
    output logic [15:0] sum_o
);
logic [15:0] get_sum =   0;
logic [7:0] counter =   0;
logic [7:0] get_n   =   0;
logic       states  =   0;
always_ff @( posedge clk_i ) begin
    if (!rst_ni) begin 
        get_sum <=  0;
        get_n   <=  n_i;
        counter <=  0;
        done_o  <=  0;
    end
    else begin
        case (states)
            0: begin
                if (start_i && !done_o ) begin
                    states  <=  1;
                    get_n   <=  n_i;
                    get_sum <=  {8'b0, data_i};
                end
                else states <= 0;
            end
            1: begin
                if (counter < (get_n - 1)) begin
                    get_sum <=  (get_sum + {8'b0, data_i});
                    counter <=  (counter + 1);
                end
                else begin
                    sum_o   <=  get_sum;
                    done_o  <=  1;
                    counter <=  0;
                    states  <=  0;
                end
            end
        endcase
    end
end
endmodule
</file>
==> flow_metrics.env <==
# flow metrics
export IMPL_ys_seq_share_pct=46.66
export IMPL_setup_ws_ns=1.782
export IMPL_tool_warnings=25
export IMPL_hold_end="done_o$_SDFFE_PN0P_"
export IMPL_fin_crit_sh_pct=65.05
export IMPL_fin_setup_tns_ns=0
export IMPL_yosys_cells=270
export IMPL_cap_violations=0
export IMPL_leakagePower_nw=1.261
export IMPL_cts_tree="done"
export IMPL_io_buffers=35
export IMPL_final_cell_mix="37 x nand2_1, 35 x clkdlybuf4s50_1, 25 x dfxtp_1, 25 x edfxtp_1, 17 x ha_1"
export IMPL_grt_max_degree=26
export IMPL_syn_to_final_growth_pct=21.56
export IMPL_p_per_area_nw_per_um2=303.6
export IMPL_rsz0062_at_grt="no"
export IMPL_wl_um=5303
export IMPL_wl_per_cell_um=13.81
export IMPL_io_pin_count=36
export IMPL_synth_main_ff_cell="edfxtp_1"
export IMPL_crit_arrival_ns=3.32
export IMPL_min_from="done_o$_SDFFE_PN0P_"
export IMPL_cts_hold_buf=0
export IMPL_async_flop_share_pct=0
export IMPL_reg2reg_to="sum_o[1]$_DFFE_PP_"
export IMPL_drtPass1Iterations=28
export IMPL_die_h_um=83.88
export IMPL_root_buffer="clkbuf_8"
export IMPL_post_dp_cell_area_um2=3117
export IMPL_tightest_slew_ns=0.6441
export IMPL_chipArea_um2=7035
export IMPL_dp_worst_setup_slack_ns=1.678
export IMPL_ant_nets=0
export IMPL_yosys_warnings=1
export IMPL_peakVddDrop_mv=0.1566
export IMPL_clk_path_buf_depth=2
export IMPL_ys_types=52
export IMPL_h_tree_depth=2
export IMPL_cp_end_kind="register"
export IMPL_rows=29
export IMPL_status="complete, no violations"
export IMPL_mostFrequentLayoutCell="nand2_1"
export IMPL_finalClockSkew_ns=0.01125
export IMPL_r2r_slack_ns=1.78
export IMPL_holdPathStages=2
export IMPL_viasPerCell=5.438
export IMPL_grt_pass1_wl_um=9425
export IMPL_core_area_um2=6422
export IMPL_die_w_um=83.88
export IMPL_initial_core_util_pct=41.75
export IMPL_cts_repair_resized=0
export IMPL_grt_ovfl_total=0
export IMPL_clkLatencyLatePin_ns=0.31
export IMPL_synthCells=270
export IMPL_final_min_clock_period_ns=3.318
export IMPL_ys_chip_area_um2=2681
export IMPL_edf_count=25
export IMPL_hold_path_class="register to register"
export IMPL_num_antenna_cells=0
export IMPL_cp_max_fo=16
export IMPL_routabilityCongestion=0.8232
export IMPL_r2r_start="get_n[3]$_DFFE_PP_"
export IMPL_ys_seq_elements=50
export IMPL_worst_setup_path_type="register to register"
export IMPL_drc=0
export IMPL_r2r_worst_path_cells=10
export IMPL_drv_slew=0
export IMPL_post_cts_setup_buffers=0
export IMPL_drt_iter0_drc=123
export IMPL_setup_viol=0
export IMPL_clock_sinks=50
export IMPL_grt_pass1_vias=2000
export IMPL_netlist_area_um2=2681
export IMPL_hold_viol_final=0
export IMPL_design_area_um2=3259
export IMPL_dp_hpwl_um=3661
export IMPL_grt_usage_pct=17.10
export IMPL_syn_area_per_cell_um2=9.931
export IMPL_drive_gt1_share_pct=7.492
export IMPL_vias=2088
export IMPL_cts_buffers=5
export IMPL_cp_data_required_time_ns=5.10
export IMPL_antenna_found_initial=0
export IMPL_crit_path_start_kind="register"
export IMPL_max_freq_ghz=0.3014
export IMPL_path_clk_slew_ns=0.09
export IMPL_slew_limit_headroom_pct=56.73
-- through the flow --
stage                     instances  hold slack [ns]  util, %  power [W]
final                           384           0.4731    50.75  0.0009897
after global routing            384           0.5018    50.75   0.001045
after CTS                       384           0.4833    50.75   0.001001
after detailed placement        376           0.4645    48.53  0.0006575
after global placement          376           0.4520    48.53  0.0006570
after floorplan                 270           0.4259        -  0.0006062
-- where the power goes --
part | total (W) | switching (W) | internal, W
clock network | 0.000341 | 0.000132 | 0.000209
registers | 0.000473 | 0.0000256 | 0.000447
logic | 0.000176 | 0.0000906 | 0.0000853
-- how the worst max path moves through the flow --
| stage | startpoint | endpoint | slack, ns |
|---|---|---|---|
| final | get_n[3]$_DFFE_PP_ | sum_o[1]$_DFFE_PP_ | 1.78 |
| after global routing | get_n[2]$_DFFE_PP_ | sum_o[1]$_DFFE_PP_ | 1.43 |
| after CTS | get_n[3]$_DFFE_PP_ | sum_o[12]$_DFFE_PP_ | 1.79 |
-- area by class of cell --
| cell class | count | area (um^2) |
|---|---|---|
| flip-flops and latches | 50 | 1251 |
| fillers | 570 | 3163 |
| clock buffers | 6 | 82.58 |
| multi-input cells | 202 | 1359 |
| repair buffers | 39 | 380.4 |
| well taps | 77 | 96.34 |
| inverters | 8 | 30.03 |
| clock inverters | 2 | 60.06 |
-- sequential cells by signal (all words and copies together), names as in the netlist --
signal,flops
states,1
counter,8
done_o,1
sum_o,16
get_n,8
get_sum,16
-- Yosys cell counts, types with 2 or more instances --
library cell | number | area (um^2)
o2111ai_1 | 3 | 26.28
nor2_1 | 14 | 52.55
edfxtp_1 | 25 | 750.7
buf_2 | 3 | 15.01
mux2_2 | 6 | 67.56
nor3b_1 | 2 | 15.01
clkbuf_1 | 6 | 22.52
a31oi_1 | 8 | 50.05
o21ai_0 | 10 | 50.05
nand4_1 | 4 | 25.02
nand3_1 | 12 | 60.06
o22ai_1 | 2 | 12.51
a21boi_0 | 2 | 15.01
xor2_1 | 4 | 35.03
inv_1 | 8 | 30.03
o21a_1 | 4 | 30.03
ha_1 | 17 | 212.7
and3_1 | 6 | 37.54
a21o_1 | 3 | 22.52
or3_1 | 3 | 18.77
nand2_1 | 37 | 138.9
nor3_1 | 5 | 25.02
a21oi_1 | 13 | 65.06
dfxtp_1 | 25 | 500.5
nor2b_1 | 6 | 37.54
nand2b_1 | 2 | 12.51
xnor2_1 | 11 | 96.34
o211ai_1 | 2 | 15.01
or4_1 | 4 | 30.03
-- per-layer routing --
layer	wire, um	up-vias	track usage, %
met5	0	-	0
met4	73	0	1.881
met3	250	7	2.912
met2	2337	55	26.83
met1	2642	958	26.94
li1	-	1068	-
-- worst max-delay path, cell delays in order, from the launching register on --
cell	delay, ns
edfxtp_1	0.42
nor2_2	0.16
nand3_1	0.11
nor4_1	0.25
xnor2_1	0.11
ha_1	0.32
nand4_1	0.10
o21ai_1	0.39
nand2_1	0.48
nor2_1	0.36
buf_4	0.29
-- logic make-up after synthesis --
group | count (synthesis) | share of synthesized area [%]
flops | 50 | 46.66
simple gates | 101 | 18.57
xor+xnor | 15 | 4.899
mux | 7 | 2.893
buf+inv | 18 | 2.660
fa+ha+maj | 18 | 8.679
compound gates | 61 | 15.63
Power figures rest on the tool's default switching activity, not on a simulated workload.
